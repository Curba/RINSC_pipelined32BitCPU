[/design/flow/design.v]
module control( input logic [7:0]Op,
		output logic [1:0] AluSrc,
		output logic [3:0] AluOp,
        output logic [1:0] branch_flag,
        output logic jump_flag,
        output logic MemSignExtend,
		output logic PCSrc,
		output logic [3:0] MemRead,
		output logic [3:0] MemWrite,
        output logic AluOp2,
        output logic RbSelect,
		output logic [1:0] MemToReg,
        output logic double_jump_flag,
		output logic RegWrite );
    always_comb begin
        MemRead = 4'b0000;
        MemWrite = 4'b0000;
        MemToReg = 2'b00;
        MemSignExtend = 1'b0;
        jump_flag = 1'b0;
        branch_flag = 2'b00;
        RegWrite = 1'b0;
        RbSelect = 1'b0;
        AluSrc = 2'b00;
        AluOp = 4'b0000;
        AluOp2 = 1'b0;
        PCSrc = 1'b0;
        double_jump_flag = 1'b0;
        case(Op)
            default: begin
                MemRead = 4'b0000;
                MemWrite = 4'b0000;
                MemToReg = 2'b00;
                MemSignExtend = 1'b0;
                RegWrite = 1'b0;
                AluSrc = 2'b00;
                AluOp = 4'b0000;
                PCSrc = 1'b0;
            end
            8'b00001000: begin
                MemToReg = 2'b01;
                RegWrite = 1'b1;
            end
            8'b00011000: begin
                MemToReg = 2'b01;
                RegWrite = 1'b1;
                AluOp = 4'b0010;
            end
            8'b00010000: begin
                MemToReg = 2'b01;
                RegWrite = 1'b1;
                AluOp = 4'b0001;
            end
            8'b00101000: begin
                MemToReg = 2'b01;
                RegWrite = 1'b1;
                AluOp = 4'b0101;
            end
            8'b00110000: begin
                MemToReg = 2'b01;
                RegWrite = 1'b1;
                AluOp = 4'b0100;
            end
            8'b00111000: begin
                MemToReg = 2'b01;
                RegWrite = 1'b1;
                AluOp = 4'b0011;
            end
            8'b00000111: begin
                MemToReg = 2'b01;
                RegWrite = 1'b1;
                AluOp = 4'b0010;
                AluOp2 = 1'b1;
            end
            8'b01000000: begin
                MemToReg = 2'b01;
                RegWrite = 1'b1;
                AluOp = 4'b1001;
            end
            8'b00000011: begin
                MemToReg = 2'b01;
                RegWrite = 1'b1;
                AluSrc = 2'b01;
                AluOp = 4'b0000;
            end
            8'b00001011: begin
                MemToReg = 2'b01;
                RegWrite = 1'b1;
                AluSrc = 2'b01;
                AluOp = 4'b0001;
            end
            8'b00010011: begin
                MemToReg = 2'b01;
                RegWrite = 1'b1;
                AluSrc = 2'b01;
                AluOp = 4'b0010;
            end
            8'b00011011: begin
                MemToReg = 2'b01;
                RegWrite = 1'b1;
                AluSrc = 2'b01;
                AluOp = 4'b0100;
            end
            8'b00100011: begin
                MemToReg = 2'b01;
                RegWrite = 1'b1;
                AluSrc = 2'b01;
                AluOp = 4'b0011;
            end
            8'b00101011: begin
                MemToReg = 2'b01;
                RegWrite = 1'b1;
                AluSrc = 2'b01;
                AluOp = 4'b0101;
            end
            8'b00011001: begin
                MemWrite = 4'b1111;
                RbSelect = 1'b1;
                AluSrc = 2'b01;
            end
            8'b00010001: begin
                MemWrite = 4'b0011;
                RbSelect = 1'b1;
                AluSrc = 2'b01;
            end
            8'b00001001: begin
                MemWrite = 4'b0001;
                RbSelect = 1'b1;
                AluSrc = 2'b01;
            end
            8'b00110001: begin
                MemRead = 4'b1111;
                MemToReg = 2'b00;
                RegWrite = 1'b1;
                RbSelect = 1'b1;
                AluSrc = 2'b01;
            end
            8'b00101001: begin
                MemRead = 4'b0011;
                MemToReg = 2'b00;
                RegWrite = 1'b1;
                RbSelect = 1'b1;
                AluSrc = 2'b01;
            end
            8'b00100001: begin
                MemRead = 4'b0001;
                MemToReg = 2'b00;
                RegWrite = 1'b1;
                RbSelect = 1'b1;
                AluSrc = 2'b01;
            end
            8'b01010001: begin
                MemSignExtend = 1'b1;
                MemRead = 4'b0011;
                MemToReg = 2'b00;
                RegWrite = 1'b1;
                RbSelect = 1'b1;
                AluSrc = 2'b01;
            end
            8'b01001001: begin
                MemSignExtend = 1'b1;
                MemRead = 4'b0001;
                MemToReg = 2'b00;
                RegWrite = 1'b1;
                RbSelect = 1'b1;
                AluSrc = 2'b01;
            end
            8'b00111001 : begin
                RbSelect = 1'b1;
                branch_flag = 2'b01;
                AluOp = 4'b0001;
            end
            8'b01000001 : begin
                RbSelect = 1'b1;
                branch_flag = 2'b10;
                AluOp = 4'b0001;
            end
            8'b00000100: begin
                jump_flag = 1'b1;
                MemToReg = 2'b10;
                RegWrite = 1'b1;
                PCSrc = 1'b1;
            end
            8'b00110011: begin
                MemToReg = 2'b01;
                RegWrite = 1'b1;
                AluSrc = 2'b01;
                AluOp = 4'b1001;
            end
            8'b01001000: begin
                MemToReg = 2'b01;
                RegWrite = 1'b1;
                AluOp = 4'b0110;
                AluSrc = 2'b10;
            end
            8'b01010000: begin
                MemToReg = 2'b01;
                RegWrite = 1'b1;
                AluOp = 4'b1000;
                AluSrc = 2'b10;
            end
            8'b01011000: begin
                MemToReg = 2'b01;
                RegWrite = 1'b1;
                AluOp = 4'b0111;
                AluSrc = 2'b10;
            end
            8'b00111011: begin
                double_jump_flag = 1'b1;
                RbSelect = 1'b1;
                AluOp = 4'b1001;
            end
        endcase
    end
endmodule
[/design/flow/constraint.sdc]
current_design control

set clk_period 1.9
set clk_io_pct 0.2

create_clock -name clk0 -period $clk_period

set non_clock_inputs [all_inputs -no_clocks]
set_input_delay [expr $clk_period * $clk_io_pct] -clock clk0 $non_clock_inputs
set_output_delay [expr $clk_period * $clk_io_pct] -clock clk0 [all_outputs]
[/design/flow/run.sh]
#!/bin/bash
# OpenROAD 26Q1-2900-gdf79404cd8, Yosys 0.63+post, stock flow scripts
make -C /OpenROAD-flow-scripts/flow DESIGN_CONFIG=/design/flow/config.mk WORK_HOME=/design/flow/orfs finish
[/design/flow/config.mk]
export PLATFORM = sky130hd
export DESIGN_NAME = control
export DESIGN_NICKNAME = control
export VERILOG_FILES = /design/flow/design.v
export SDC_FILE = /design/flow/constraint.sdc
export NUM_CORES = 4
export LEC_CHECK = 1
export CORE_AREA = 10 10 70 70
export DIE_AREA = 0 0 80 80
==> out/metrics.yaml <==
tool_warnings: 37
cp.required_ns: 1.52
gp_congestion: 0.913
drt_first_iter_violations: 49
worst_setup_path_start_kind: "primary input"
grt_pass1_vias: 1254
ys_chip_area_um2: 706
drc_errors: 0
seq_cells: 0
worst-slew-pin-transition_ns: 0.340
ys_cells: 113
syn_to_final_growth_pct: 154
fin_setup_tns_ns: -0.0916
hold_viol: 0
synth_seq_share_pct: 0
grt_usage_pct: 11.1
min_from: "Op[7]"
holdPathStages: 4
arrival_ns: 1.56
cp-end-kind: "output port"
netlist.area_leader.share_pct: 7.98
path_class: "in2out"
grt_max_degree: 11
yosysWarningCount: 1
ios: 33
insertedDiodeCount: 0
chip_area_mm2: 0.00640
leakagePower_nw: 0.867
status: "complete, but fails checks"
syn-cell-area_um2: 706
wl_um: 3820
synth_cell_types: 38
powerDensity_mw_per_mm2: 192
grt_pass1_wl_um: 6000
cp-startpoint: "Op[1]"
fin_crit_sh_pct: 102
setup_viol: 5
topCellsByArea: "nor2_1 (8.0%), ha_1 (7.1%), nand2b_1 (7.1%)"
dp_hpwl_um: 2280
rsz0062_at_grt: "true"
relSlewSlack_pct: 77.2
grt_antenna_before_repair: 0
holdBufCountCts: 0
clock_buffers: 0
wire_per_inst_um: 15.8
drt_pass1_iterations: 4
port_buffers: 33
vias: 1195
setup_ws_ns: -0.0357
synth.most_common_cell: "nor2_1"
vias_per_cell: 4.94
cap_violations: 0
regArea_um2: 0
utilization_pct: 52.4
synth_area_per_cell_um2: 6.24
path_max_fanout: 2
core_area_mm2: 0.00342
drive_gt1_share_pct: 61.7
yosys.area.top_type: "nor2_1"
finalCriticalPeriod_ns: 1.94
vdd.ir_drop.worst_mv: 0.106
die_y_um: 80
synthCells: 113
drtAntennaViolNets: 0
die_x_um: 80
initCoreUtil_pct: 20.7
slew_viol_final: 0
violations: "negative setup slack"
rows: 21
grt_overflow_total: 0
maxClockFrequency_ghz: 0.517
hold_class: "in2out"
synthTopCellsByCount: "nor2_1 (15), nand2_1 (12), nand2b_1 (8), and3_1 (6), buf_2 (5)"
## metal layers
layer / track usage, % / wire [µm]
met1: 13.7 / 1640
met2: 19.5 / 1880
met3: 2.05 / 278
met4: 2.11 / 19
met5: 0 / 0
## worst max-delay path: stages
cell and delay, ns:
buf_8 0.10, buf_6 0.11, buf_6 0.11, ha_4 0.16, nand2b_1 0.07, nand4b_1 0.10, a31oi_1 0.22, and3_1 0.20
buf_2 0.10
## stage by stage
stage / setup WS [ns] / total power, mW / area, µm² / hold slack [ns] / std cells
floorplan: 0.125 / 0.103 / 706 / 0.776 / 113
global placement: -0.903 / 0.211 / 1280 / 1.84 / 217
detailed placement: -0.905 / 0.213 / 1280 / 1.83 / 217
CTS: -0.0355 / 0.300 / 1680 / 1.22 / 241
global route: -0.0768 / 0.365 / 1790 / 1.25 / 242
finish: -0.0357 / 0.343 / 1790 / 1.23 / 242
## report_power, final
part	internal (mW)	switching, mW	total, mW
combinational	0.192	0.151	0.343
sequential	0	0	0
clock	0	0	0
total	0.192	0.151	0.343
## cells in the final DEF (no fill, tap or decap), drive strengths merged
cell type	n
a2111oi	1
a211oi	1
a21o	2
a21oi	4
a221o	1
a22o	1
a22oi	2
a31o	1
a31oi	4
and2	2
and3	6
and3b	1
and4	1
buf	78
clkbuf	1
clkdlybuf4s15	4
dlygate4sd2	14
ha	4
inv	3
nand2	12
nand2b	8
nand3	3
nand4b	1
nor2	15
nor2b	4
nor4	1
nor4bb	1
o211ai	2
o21ai	6
o221ai	1
o22ai	1
o31a	1
o32ai	2
or2	1
or3	3
xnor2	1
xor2	2
## final cells by class
| class | instances | area (µm²) |
|---|---|---|
| Fill cell | 293 | 1630 |
| Timing Repair Buffer | 97 | 876 |
| Tap cell | 46 | 57.6 |
| Multi-Input combinational cell | 96 | 837 |
| Inverter | 3 | 18.8 |
## path summary, 6_finish.rpt
kind / to
max: RegWrite
min: AluOp[0]
## timing repair
action                                  4_1_cts  5_1_grt
pin swaps                                    27       14
buffers inserted                             24        1
gates resized                               134       26
hold endpoints to repair                      0        0
gates cloned                                  1        0
endpoints found under the setup margin       25       15
## cell families after synthesis
| group | after synthesis | synth area share (%) |
|---|---|---|
| adder cells (fa/ha/maj) | 4 | 7.09 |
| XOR/XNOR | 3 | 3.72 |
| buffers and inverters | 17 | 16.3 |
| AND-OR/OR-AND | 30 | 29.1 |
| AND/OR/NAND/NOR | 59 | 43.8 |
Power and IR drop assume default switching activity.
